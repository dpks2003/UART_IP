==> design/flow/design.v <==
`timescale 1ns / 1ps
module baud_rate #( 
    parameter SYSTEM_CLK = 100000000,  
    parameter BAUD_RATE  = 9600,  
    parameter OVERSAMPLE_RATE = 8   
) (input logic clk ,  
   input logic reset,  
   output logic rx_clk,  
   output logic tx_clk  
);
    localparam  rx_baud_ticker = (SYSTEM_CLK/(BAUD_RATE*OVERSAMPLE_RATE));   
    localparam  tx_baud_ticker = (SYSTEM_CLK/(BAUD_RATE));            
    localparam  rx_baud_counter_width = $clog2(rx_baud_ticker);  
    localparam  tx_baud_conuter_width = $clog2(tx_baud_ticker);
    logic [rx_baud_counter_width-1:0] rx_baud_counter = 0;
    logic [tx_baud_conuter_width-1:0] tx_baud_counter =0;
 always @ (posedge clk ) begin
       if (reset) begin
         rx_baud_counter =0;
         rx_clk =0;
        end
       else begin
            if (rx_baud_counter == rx_baud_ticker) begin
                rx_baud_counter =0;
                rx_clk = 1'b1;
            end
            else 
            rx_clk =1'b0;
            rx_baud_counter = rx_baud_counter+1;
        end
      end 
    always @ (posedge clk ) begin
        if (reset) begin
         tx_baud_counter =0;
         tx_clk =0;
        end
       else begin
            if (tx_baud_counter == tx_baud_ticker) begin
                tx_baud_counter =0;
                tx_clk = 1'b1;
            end
            else 
            tx_clk = 1'b0;
            tx_baud_counter = tx_baud_counter+1;
        end
   end
endmodule 
`timescale 1ns / 1ps
module tx_logic #(
    parameter PARITY_MODE = 00,  
    parameter STOP_MODE = 1      
      ) 
   ( input logic clk ,
     input logic tx_clk,  
     input logic reset,  
     input logic [7:0] tx_i_data,  
     input logic       tx_i_start,  
     output logic tx_o_ready,  
     output logic tx_o_data  
   );
   localparam IDLE       = 3'b000,
              START_BIT  = 3'b001,
              DATA_BIT   = 3'b010,
              PARITY_BIT = 3'b011,
              STOP_BIT   = 3'b100;
    logic [2:0] state_reg = 000;  
    logic [7:0] data_buffer ;     
    logic       ready_reg;
    logic [2:0] databit_count;   
    logic       stop_count ; 
    logic       parity_reg ;
always @(posedge clk) begin
    if (reset) begin
        tx_o_data <= 1'b1;  
        data_buffer <= 8'b00000000;
        state_reg   <= IDLE ;
        ready_reg   <= 1'b0;
        databit_count <=1'b0;
        stop_count    <=1'b0;
        parity_reg    <=1'b0;
    end
    else begin
        case(state_reg)
        IDLE : begin
            ready_reg <= 1'b1;  
            if (tx_i_start & ready_reg)begin   
                data_buffer <= tx_i_data;
                ready_reg <= 1'b0;
                state_reg <= START_BIT;
            end
        end
        START_BIT : begin
            if (tx_clk) begin
                tx_o_data <= 1'b0;
                state_reg <= DATA_BIT ;
            end
        end
        DATA_BIT  : begin
            if(tx_clk) begin
                tx_o_data <= data_buffer[databit_count];
                databit_count <= databit_count + 1;      
                if (&databit_count) begin
                    databit_count <= 1'b0;
                    if(PARITY_MODE[0])begin
                        state_reg = PARITY_BIT;
                    end
                    else begin
                        state_reg = STOP_BIT; 
                    end
                end 
            end
        end
        PARITY_BIT : begin
            if (tx_clk)
            tx_o_data <= parity_reg;
            state_reg<= STOP_BIT; 
        end
        STOP_BIT : begin
            if (tx_clk)begin
                tx_o_data <= 1'b1;
                stop_count <= stop_count +1;
                if (stop_count == STOP_MODE)begin
                    stop_count <= 1'b0;
                    state_reg <= IDLE;
                end
            end
        end
        default : state_reg <= IDLE;
        endcase
        parity_reg <= PARITY_MODE[1] ? (^data_buffer): (~ (^data_buffer)) ;
    end
end
       assign tx_o_ready = ready_reg;
endmodule
`timescale 1ns / 1ps
module tx_top #(parameter PARITY_MODE = 00 ,  
    parameter STOP_MODE = 01 ,     
    parameter SYSTEM_CLK = 125000000,  
    parameter BAUD_RATE  = 9600,   
    parameter OVERSAMPLE_RATE = 8
    ) ( 
        input logic clk ,
        input logic reset,  
        input logic       tx_i_start,  
        output logic tx_o_ready,  
        output logic tx_o_data  
        );
    logic tx_clk;  
    logic rx_clk;
    baud_rate #( 
    SYSTEM_CLK,  
    BAUD_RATE  , 
    OVERSAMPLE_RATE  
    )  clock_genrator
    ( clk ,  
        reset,  
        rx_clk,  
        tx_clk  
    ); 
    tx_logic #(
        PARITY_MODE ,  
        STOP_MODE       
    )  
    transmitter 
        (   clk ,
         tx_clk,  
        reset,  
        8'h4a ,  
        tx_i_start,  
        tx_o_ready,  
        tx_o_data  
        );
endmodule
==> design/flow/run.sh <==
#!/bin/bash
# OpenROAD 26Q1-2900-gdf79404cd8, Yosys 0.63+post, stock flow scripts
make -C /OpenROAD-flow-scripts/flow DESIGN_CONFIG=/design/flow/config.mk WORK_HOME=/design/flow/orfs finish
==> design/flow/config.mk <==
export PLATFORM = sky130hd
export DESIGN_NAME = tx_top
export DESIGN_NICKNAME = tx_top
export VERILOG_FILES = /design/flow/design.v
export SDC_FILE = /design/flow/constraint.sdc
export NUM_CORES = 4
export LEC_CHECK = 1
export CORE_AREA = 10 10 111 111
export DIE_AREA = 0 0 121 121
==> design/flow/constraint.sdc <==
current_design tx_top

set clk_period 4.6
set clk_io_pct 0.2

create_clock -name clk0 -period $clk_period [get_ports {clk}]

set non_clock_inputs [all_inputs -no_clocks]
set_input_delay [expr $clk_period * $clk_io_pct] -clock clk0 $non_clock_inputs
set_output_delay [expr $clk_period * $clk_io_pct] -clock clk0 [all_outputs]
==> impl_metrics.py <==
# Flow results
metrics = {
    "logic_synthesis": {
        "yosys_warnings": 2,
        "synthArstFlopShare": 0,
        "top_cell": "dfxtp_1",
        "syn_area_per_cell_sq_um": 8.76,
        "ff_type": "dfxtp_1",
        "netlist_instances": 135,
        "seq_area_frac_synth": 0.440,
        "top_cells_by_area": "dfxtp_1 (44%), nor2_1 (7.3%), xnor2_1 (6.7%)",
        "yosysCellCount": 135,
        "ys_area_sq_um": 1180,
        "yosysTopAreaCell": "dfxtp_1",
        "netlist_top_cells_count": "dfxtp_1 (26), nor2_1 (23), xnor2_1 (9), nand2_1 (8), nand3_1 (8)",
        "edf_count": 0,
        "synth_cell_types": 34,
        "top_cell_area_share": 0.440,
        "ys_seq_elements": 26,
        "syn-cell-area_sq_um": 1180,
    },
    "final_timing": {
        "fmax_mhz": 457,
        "post-route-period-util": 0.475,
        "layout_setup_ws_ns": 2.41,
        "setup_tns_ns": 0,
        "max_slew_margin": 0.463,
        "hold_ws_ns": 0.418,
        "final_hold_viol_count": 0,
        "setup_viol": 0,
        "rsz0062_at_grt": "false",
        "clock-skew-final_ns": 0.00438,
        "maxSlewViolCount": 0,
        "final.min_clock_period_ns": 2.19,
        "worst_pin_slew_ns": 0.803,
    },
    "final_layout": {
        "logic_area_sq_um": 623,
        "flop_area_sq_um": 520,
        "area_growth_pct": 20.1,
        "layout-drive-gt1-share": 0.0511,
        "stdcell_count": 270,
        "fill_cells": 1111,
        "largest_reg_flops": 14,
    },
    "detailed_routing": {
        "insertedDiodeCount": 0,
        "first_pass_iters": 4,
        "viasPerCell": 3.28,
        "wl_per_cell_um": 7.58,
        "postRouteWirelength_mm": 2.05,
        "drtIter0Drc": 51,
        "num_vias": 885,
        "drc": 0,
        "drtAntennaViolNets": 0,
    },
    "setup_path": {
        "worstPathArrival_ns": 2.36,
        "end_kind": "register",
        "cp.buffers_inverters": 1,
        "startpoint": "reset",
        "cp_max_fo": 22,
        "cp_top_family": "buffers and inverters",
        "worstPathCellList": "clkdlybuf4s50_1, nand2b_1, a21oi_1, a31o_2",
        "slowest_stage": "clkdlybuf4s50_1",
        "regToRegStartpoint": "clock_genrator.tx_baud_counter[2]",
        "cp.required_ns": 4.77,
        "max_stage_delay_ns": 0.99,
        "crit_path_start_kind": "primary input",
        "crit_type": "primary input to register",
    },
    "cts": {
        "cts_resized": 0,
        "cts.sinks": 26,
        "post-cts-setup-buffers": 0,
        "insertion_delay_ns": 0.27,
        "cts_buffers": 3,
        "cts_root_buffer": "clkbuf_8",
        "h-tree-depth": 1,
        "ctsHoldBuffers": 0,
        "clk_pin_slew_ns": 0.09,
        "cts_tree": "built",
        "clk_path_buf_depth": 2,
    },
    "global_route": {
        "antenna_found_initial": 0,
        "grt_max_degree": 23,
        "grt_first_pass_wirelength_mm": 3.59,
        "grt_pass1_vias": 810,
        "overflow": 0,
        "track_usage": 0.0290,
    },
    "placement": {
        "dp.cells": 266,
        "routabilityCongestion": 0.779,
        "dp_hpwl_mm": 1.47,
        "port_buffers": 4,
        "pre_cts_ws_ns": 2.12,
    },
    "status": {
        "status": "completed",
    },
    "power": {
        "total_power_uw": 402,
        "static-leakage-power_nw": 0.434,
        "vdd_drop_max_mv": 0.104,
        "power.density_nw_per_um2": 283,
    },
    "job": {
        "drv_cap": 0,
        "warnings": 26,
    },
    "hold_path": {
        "hp-start": "transmitter.data_buffer[1]",
        "worstHoldPathType": "register to register",
    },
    "die": {
        "rows": 36,
        "die_y_um": 121,
        "ios": 5,
        "core_sq_um": 9860,
        "floorplan.die.width_um": 121,
        "die-area_sq_um": 14600,
        "fp-utilization": 0.120,
    },
}
## where the power goes
| group | switching (mW) | leakage, nW | internal [mW] |
|---|---|---|---|
| Clock | 0.0700 | 0.0288 | 0.0765 |
| Combinational | 0.0104 | 0.194 | 0.0101 |
| Sequential | 0.00517 | 0.211 | 0.230 |
| Total | 0.0856 | 0.434 | 0.317 |
## kinds of logic after synthesis
| logic type | share of synthesized area |
|---|---|
| DFF | 0.440 |
| muxes | 0.0434 |
| and+or+nand+nor | 0.271 |
| buffers and inverters | 0.0328 |
| AOI/OAI and AO/OA | 0.0815 |
| adders and majority gates | 0.0423 |
| xor gates and xnor gates | 0.0889 |
## area by class of cell
cell class / instances / share of cell area
timing repair buffer: 4 / 0.0282
clock buffer: 4 / 0.0388
inverter: 4 / 0.0106
sequential: 26 / 0.367
tap: 133 / 0.117
multi-input combinational: 99 / 0.439
## metrics by stage
step / utilization / area [sq um]
2_1_floorplan: - / 1180
3_3_place_gp: 0.138 / 1370
3_5_place_dp: 0.138 / 1370
4_1_cts: 0.144 / 1420
5_1_grt: 0.144 / 1420
6_report: 0.144 / 1420
## path summary, 6_finish.rpt
kind,to,slack (ns),cells after the start
hold reg to reg,transmitter.parity_reg,0.42,1
setup reg to reg,clock_genrator.tx_baud_counter[12],2.73,4
hold / removal,transmitter.parity_reg,0.42,1
setup / recovery,clock_genrator.tx_baud_counter[5],2.41,4
## worst register-to-register path: stages (launching register included)
cell	delay (ns)
dfxtp_1	0.40
nand3_1	0.30
or4_1	0.75
nand2b_1	0.24
nor2_1	0.08
## cells in the final DEF, fill, tap and decap left out
cell and n:
o21ai_0 1, a31o_2 1, xnor2_1 9, a31oi_1 1, and3_1 2, a211oi_1 1, ha_1 4, clkdlybuf4s50_1 4
nand2_1 8, nand3b_1 3, a2111oi_0 1, nor2_1 23, nand2b_1 3, o21bai_1 1, a21bo_1 1, mux2i_1 4
dfxtp_1 26, or4_1 1, nand4_1 1, a21oi_2 1, nor2b_1 1, nand3_1 8, inv_1 4, nor3_1 6
or3b_1 1, xor2_1 3, nor3b_1 2, clkbuf_8 4, mux2_2 1, o41ai_1 1, nor4_1 4, a21oi_1 5
nand4bb_1 1
## metal layers
| metal | vias up | share of wire | global-route usage |
|---|---|---|---|
| met5 | - | 0 | 0 |
| li1 | 475 | - | - |
| met4 | 0 | 0.0068 | 0.00151 |
| met2 | 8 | 0.39 | 0.0381 |
| met1 | 400 | 0.56 | 0.0440 |
| met3 | 2 | 0.051 | 0.0132 |
Power and IR drop assume default switching activity.
