$ cat flow/run.sh
#!/bin/bash
# OpenROAD 26Q1-2900-gdf79404cd8, Yosys 0.63+post, stock flow scripts
make -C /OpenROAD-flow-scripts/flow DESIGN_CONFIG=/design/flow/config.mk WORK_HOME=/design/flow/orfs finish
$ cat flow/constraint.sdc
current_design rx_top

set clk_period 1.9
set clk_io_pct 0.2

create_clock -name clk0 -period $clk_period [get_ports {clk}]

set non_clock_inputs [all_inputs -no_clocks]
set_input_delay [expr $clk_period * $clk_io_pct] -clock clk0 $non_clock_inputs
set_output_delay [expr $clk_period * $clk_io_pct] -clock clk0 [all_outputs]
$ cat flow/config.mk
export PLATFORM = sky130hd
export DESIGN_NAME = rx_top
export DESIGN_NICKNAME = rx_top
export VERILOG_FILES = /design/flow/design.v
export SDC_FILE = /design/flow/constraint.sdc
export NUM_CORES = 4
export LEC_CHECK = 1
export CORE_UTILIZATION = 30
$ cat flow/design.v
`timescale 1ns / 1ps
module baud_rate #( 
    parameter SYSTEM_CLK = 100000000,  
    parameter BAUD_RATE  = 9600,  
    parameter OVERSAMPLE_RATE = 8   
) (input logic clk ,  
   input logic reset,  
   output logic rx_clk,  
   output logic tx_clk  
);
    localparam  rx_baud_ticker = (SYSTEM_CLK/(BAUD_RATE*OVERSAMPLE_RATE));   
    localparam  tx_baud_ticker = (SYSTEM_CLK/(BAUD_RATE));            
    localparam  rx_baud_counter_width = $clog2(rx_baud_ticker);  
    localparam  tx_baud_conuter_width = $clog2(tx_baud_ticker);
    logic [rx_baud_counter_width-1:0] rx_baud_counter = 0;
    logic [tx_baud_conuter_width-1:0] tx_baud_counter =0;
 always @ (posedge clk ) begin
       if (reset) begin
         rx_baud_counter =0;
         rx_clk =0;
        end
       else begin
            if (rx_baud_counter == rx_baud_ticker) begin
                rx_baud_counter =0;
                rx_clk = 1'b1;
            end
            else 
            rx_clk =1'b0;
            rx_baud_counter = rx_baud_counter+1;
        end
      end 
    always @ (posedge clk ) begin
        if (reset) begin
         tx_baud_counter =0;
         tx_clk =0;
        end
       else begin
            if (tx_baud_counter == tx_baud_ticker) begin
                tx_baud_counter =0;
                tx_clk = 1'b1;
            end
            else 
            tx_clk = 1'b0;
            tx_baud_counter = tx_baud_counter+1;
        end
   end
endmodule 
`timescale 1ns / 1ps
`timescale 1ns / 1ps
module rx_logic #(parameter PARITY_MODE = 00 ,  
                  parameter STOP_MODE = 0,     
                  parameter OVERSAMPLE_RATE =08 
)   (
    input logic rx_i_data ,  
    input logic clk ,
    input logic rx_clk,
    input logic reset,
    output logic [7:0] rx_o_data , 
    output logic       rx_o_parity_error ,
    output logic       rx_data_valid ,
    output logic       rx_o_error
);
    logic [2:0] databit_count;
    logic [7:0] rx_data_buffer;   
    logic [2:0] state_reg;
    logic frame_sync ;
    logic [2:0] start_sample_count;
    logic [2:0] data_sample_count;
    logic [2:0] parity_sample_count;
    logic [2:0] stop_sample_count;
    logic       start_bit_reg;
    logic       parity_bit_reg;
    logic       frame_error;
    logic       parity_error;      
    logic       stop_flag;
    localparam IDLE       = 3'b000,
              DATA_BIT    = 3'b010,
              PARITY_BIT  = 3'b011,
              STOP_BIT_I  = 3'b100,
              STOP_BIT_F  = 3'b101,
              BUFF_STAGE  = 3'b110;
   localparam LAST_SAMPLE= OVERSAMPLE_RATE-1;
   localparam MID_SAMPLE = OVERSAMPLE_RATE/2 ;
    always @(posedge clk) begin
        if (reset) begin
            rx_o_data            <=8'b0;
            rx_data_valid        <= 0;
            rx_o_parity_error    <=0;
            state_reg <= IDLE ;
            frame_sync <= 0;
            start_bit_reg <= 1;
            parity_bit_reg <= 0;
            rx_data_buffer <=0;
            databit_count <= 0;
            start_sample_count <= 0;
            data_sample_count <= 0;
            parity_sample_count <=0;
            stop_sample_count <= 0;
            parity_bit_reg <= 0;
            start_bit_reg <=0;
            parity_error <=0; 
            frame_error <=0;
            stop_flag <=0;
        end
        else begin
            case (state_reg)
                IDLE : begin
                    if (rx_clk) begin
                        if (rx_i_data == 1'b0) begin
                            start_sample_count <= start_sample_count +1;
                            frame_sync <=1;
                        end
                        if (frame_sync) begin
                            start_sample_count <= start_sample_count +1;
                        end
                        if (start_sample_count == MID_SAMPLE) begin
                            start_bit_reg <= rx_i_data ;
                        end
                        if (start_sample_count == LAST_SAMPLE) begin
                            if (start_bit_reg == 1'b0) begin
                                state_reg <= DATA_BIT ;
                            end
                            else begin
                                frame_sync <= 1'b0;
                            end
                        end
                    end
                end
                DATA_BIT : begin
                    if (rx_clk) begin
                        data_sample_count <= data_sample_count+1;
                        if(data_sample_count == MID_SAMPLE) begin
                            rx_data_buffer[databit_count] <= rx_i_data ;
                        end
                        if (data_sample_count == LAST_SAMPLE) begin
                            databit_count <= databit_count +1;
                            if (databit_count == 7) begin    
                                 if (PARITY_MODE [0]) begin
                                    state_reg <= PARITY_BIT;
                                end
                                 else if (STOP_MODE == 1) begin  
                                    state_reg <= STOP_BIT_I;
                                end
                                 else begin 
                                     state_reg <= STOP_BIT_F;  
                                  end 
                                if (STOP_MODE == 0)
                                 begin
                                   stop_flag <=1'b0;
                                    end
                            end
                        end
                    end
                end
                PARITY_BIT : begin
                    if (rx_clk) begin
                        parity_sample_count = parity_sample_count +1;
                        if (parity_sample_count == MID_SAMPLE) begin
                            parity_bit_reg <= rx_i_data;
                        end
                        if(parity_sample_count == LAST_SAMPLE) begin
                            if (STOP_MODE == 0) begin
                                state_reg <= STOP_BIT_F;
                            end
                            if (STOP_MODE == 1) begin
                                state_reg<= STOP_BIT_I;  
                            end
                        end
                    end
                end                
                STOP_BIT_I : begin
                    if(rx_clk) begin
                        stop_sample_count <= stop_sample_count +1;
                        if (stop_sample_count == MID_SAMPLE) begin
                            stop_flag <= ~ rx_i_data ;   
                        end
                        if (stop_sample_count == LAST_SAMPLE) begin
                            state_reg <= STOP_BIT_F ;
                        end
                    end
                end
                STOP_BIT_F : begin
                    if(rx_clk) begin
                        stop_sample_count <= stop_sample_count +1;
                        if (stop_sample_count == MID_SAMPLE) begin
                            stop_sample_count <= 0 ;
                            if(rx_i_data == 1'b0) begin
                                frame_error <= 1'b1;
                            end
                            else begin
                                frame_error <= 1'b0 | stop_flag;  
                            end
                            frame_sync <= 1'b0;
                            state_reg <= BUFF_STAGE ;
                        end
                    end
                end
                BUFF_STAGE : begin
                    rx_o_parity_error <= parity_error;
                    if(!frame_error)begin
                        rx_o_data <= rx_data_buffer;
                        rx_data_valid <= 1'b1;
                    end
                    state_reg <= IDLE ; 
                end
                default:  state_reg <= IDLE ;
            endcase
        if(PARITY_MODE[0]) begin
            parity_error <= PARITY_MODE[1] ? ((~ (^rx_data_buffer)) == parity_bit_reg ) : 
                                             (( ^rx_data_buffer) == parity_bit_reg ) ; 
        end
        else begin 
          parity_error <=1'b0;   
        end
        end
    end
    assign rx_o_error = frame_error ;
endmodule
`timescale 1ns / 1ps
module rx_sync # ( parameter FLOPS = 2)   
( input logic clk , 
  input logic reset ,   
  input logic rx_i_data,  
  output logic o_rx_synced  
);
logic [FLOPS-1:0] flop_stage;
always @ (posedge clk) begin
    if(reset) 
    begin
        flop_stage =0;
    end
    else begin
        flop_stage <= { flop_stage [FLOPS-2:0],rx_i_data};
    end
end
assign o_rx_synced = flop_stage [FLOPS-1];
endmodule
`timescale 1ns / 1ps
module rx_top #( parameter PARITY_MODE = 00 ,  
                  parameter STOP_MODE = 0,     
    parameter OVERSAMPLE_RATE = 08 ,
    parameter SYSTEM_CLK = 10000000,  
    parameter BAUD_RATE  = 9600,   
    parameter FLOPS = 2
    ) 
    (input logic rx_i_data ,  
    input logic clk ,
    input logic reset,
    output logic [7:0] rx_o_data , 
    output logic       rx_o_parity_error ,
    output logic       rx_data_valid ,
    output logic       rx_o_error
    );
     logic rx_clk ;  
     logic tx_clk;
     logic o_rx_synced; 
    rx_logic #(PARITY_MODE,   
               STOP_MODE ,     
              OVERSAMPLE_RATE 
    )  rx_FSM (
            o_rx_synced ,  
            clk ,
            rx_clk,
            reset,
            rx_o_data , 
            rx_o_parity_error ,
            rx_data_valid ,
            rx_o_error
    );
    baud_rate #( 
                SYSTEM_CLK , 
                 BAUD_RATE ,  
                 OVERSAMPLE_RATE  
    ) rx_baudCLOCK(clk ,  
                reset,  
                rx_clk,  
                tx_clk  
    );
  rx_sync # (FLOPS)   
  flopp  ( clk , 
          reset ,   
           rx_i_data,  
           o_rx_synced  
);
endmodule
==> results.tsv <==
metric	value	unit
Worst Tran Pin Value	575	ps
top cells by area	sky130_fd_sc_hd__dfxtp_1 44%, sky130_fd_sc_hd__ha_1 7.1%, sky130_fd_sc_hd__nand2_1 5.8%	
total wire length after detailed routing	3650	um
FP Core Util	0.311	
Arrival @ worst endpoint	1820	ps
count of antenna diodes in the layout	0	
critical register-to-register path startpoint	rx_FSM.databit_count[0]	
grt ovf	0	
Die X	86.2	um
fmax	0.614	GHz
Max-Slew Margin vs Limit	0.616	
endpoint of the lowest-slack register-to-register path	rx_FSM.rx_data_buffer[1]	
wire length of the first global-routing pass	6090	um
Area growth, synth to finish	14.5	%
clock tree from TritonCTS	built	
die y size	86.2	um
post-synth area from yosys stat	2130	um^2
final worst path period need	1630	ps
cell family with the largest share of critical-path delay	flip-flops	
routability congestion estimate from global placement	0.775	
final sum of negative setup slack	0	ps
Complex Gates by Area	0.116	
Hold Buf Count CTS	0	
number of fillers in the final layout	703	
run status	finished clean	
leading area contributor after synthesis	sky130_fd_sc_hd__dfxtp_1	
share of synthesized area spent on multiplexers	0.0447	
DR iter-0 viols	59	
slowest library cell on the worst path	sky130_fd_sc_hd__dfxtp_1	
leakage dissipation	0.905	nW
largest net degree at the start of global routing	25	
most common cell in the netlist	sky130_fd_sc_hd__dfxtp_1	
required time reported for the critical path endpoint	2090	ps
Clk Latency, worst-skew pair	290	ps
number of remaining DRC errors	0	
yosys stat cell total	238	
pre-CTS setup slack	171	ps
clock-pin slew on the worst setup and hold paths	90	ps
total power density per cell area	737	nW/um^2
fraction of the mapped netlist area in simple logic gates	0.238	
post-route worst setup slack	271	ps
type of the most critical hold path	flop to flop	
number of vias after detailed routing	1553	
post-route ant nets	0	
post-DR wirelength/cell	10.6	um
adder-cell area share of the yosys netlist	0.0706	
Dominant cell area share	0.442	
IR drop worst, VDD	0.278	mV
kind of critical path	flop to flop	
unrepaired setup endpoints after global routing	no	
met1 Usage GRT	0.160	
Synthesis Warnings	3	
Critical Path End Type	flop	
total global routing track utilization	0.102	
layout cell share with drive strength beyond 1	0.0766	
Synth top cells by count	47 x sky130_fd_sc_hd__dfxtp_1, 33 x sky130_fd_sc_hd__nand2_1, 20 x sky130_fd_sc_hd__a21oi_1	
end of the worst hold path	flopp.flop_stage[1]	
number of slew-limit violations in the final report	0	
register share after synthesis	0.442	
total number of H-tree levels	2	
full die area	7430	um^2
maximum single-stage delay on the critical path	400	ps
count of library flops with an enable pin	0	
busiest metal layer after global routing	met1	
top fanout value on the critical path	5	
number of antenna violations at the first check in global routing	0	
post-synthesis cell area	2130	um^2
buffer depth of the longest clock path	2	
CP Cell Sequence	inv_1, ha_1, xnor2_1, nand3_1, a32o_1	
synthesized flop and latch total	47	
flip-flop cell with the highest count after synthesis	sky130_fd_sc_hd__dfxtp_1	
number of global-route vias before repair	1334	
Final Setup Violations	0	
number of hold violations in the final report	0	
Core Region	6830	um^2
GR Util met3	0.0155	
Root Buffer Master	sky130_fd_sc_hd__clkbuf_8	
Setup Buffers After CTS	0	
crit path from	rx_FSM.databit_count[0]	
estimated wirelength of the detail-placed design	2630	um
Final Cycle Share	0.857	
count of standard-cell rows	30	
synthesized area per cell	8.94	um^2
number of search-and-repair iterations in the first detailed-routing pass	4	
setup skew after layout	4.21	ps
dominant non-sequential cell family after synthesis	simple AND/OR/NAND/NOR gates	
IO Pins	14	
clock sink count	47	
met2 layer usage reported by global route	0.154	
number of cells produced by synthesis	238	
crit path launch type	flop	
buffer and inverter count on the worst path	1	
OpenROAD warning count	30	
worst min-delay path startpoint	flopp.flop_stage[0]	
r2r setup slk	270	ps
async set-or-reset flop fraction in the synthesized netlist	0	
cts repair resizes	0	
library cells used by synthesis	40	
number of I/O port buffers	12	
depth of the most critical reg-to-reg path	5	
Inserted Clock Buffers	5	
area fraction in xor and xnor cells	0.0324	
Hold Crit Depth	1	
final design utilization	0.357	
Via density	4.51	
maxcap violations	0	
[routing by layer]
layer | share of wire | up-vias
met3 | 0.022 | 6
li1 | - | 838
met5 | 0 | -
met1 | 0.54 | 691
met4 | 0.018 | 0
met2 | 0.42 | 18
[worst max path at each step]
stage	endpoint	slack, ps	cells past startpoint
after global routing	rx_FSM.rx_data_buffer[3]	150	5
final	rx_FSM.rx_data_buffer[1]	270	5
after CTS	rx_FSM.rx_data_buffer[1]	260	5
[cells in the final DEF (no fill, tap or decap), types with 2 or more instances in the layout]
| cell type | instances |
|---|---|
| sky130_fd_sc_hd__nor2_1 | 16 |
| sky130_fd_sc_hd__a21oi_1 | 20 |
| sky130_fd_sc_hd__nand2b_1 | 3 |
| sky130_fd_sc_hd__nor3_1 | 3 |
| sky130_fd_sc_hd__xnor2_1 | 4 |
| sky130_fd_sc_hd__inv_1 | 12 |
| sky130_fd_sc_hd__a32o_1 | 4 |
| sky130_fd_sc_hd__nand4_1 | 9 |
| sky130_fd_sc_hd__buf_4 | 3 |
| sky130_fd_sc_hd__dfxtp_1 | 47 |
| sky130_fd_sc_hd__nor4b_2 | 2 |
| sky130_fd_sc_hd__or3_1 | 3 |
| sky130_fd_sc_hd__o21ai_0 | 7 |
| sky130_fd_sc_hd__nand2_1 | 33 |
| sky130_fd_sc_hd__clkdlybuf4s50_1 | 12 |
| sky130_fd_sc_hd__nand4b_1 | 2 |
| sky130_fd_sc_hd__ha_1 | 12 |
| sky130_fd_sc_hd__clkbuf_8 | 6 |
| sky130_fd_sc_hd__and3_1 | 2 |
| sky130_fd_sc_hd__nor2b_1 | 8 |
| sky130_fd_sc_hd__mux2i_1 | 8 |
| sky130_fd_sc_hd__nand3_1 | 13 |
| sky130_fd_sc_hd__xor2_1 | 2 |
[cell type report]
| cell class | count | area (um^2) | area share |
|---|---|---|---|
| Sequential cell | 47 | 941 | 0.386 |
| Tap cell | 96 | 120 | 0.0493 |
| Multi-Input combinational cell | 166 | 1070 | 0.439 |
| Clock buffer | 6 | 82.6 | 0.0339 |
| Inverter | 12 | 45.0 | 0.0185 |
| Clock inverter | 2 | 35.0 | 0.0144 |
| Timing Repair Buffer | 15 | 143 | 0.0586 |
[where the power goes]
part | internal [mW] | switching [mW]
logic | 0.0167 | 0.0250
registers | 0.991 | 0.0108
clock network | 0.426 | 0.325
total | 1.43 | 0.361
[logic make-up after synthesis]
family,count (synthesis)
buffers and inverters,25
and+or+nand+nor,98
xor gates and xnor gates,7
other,1
adders and majority gates,12
DFF,47
muxes,9
AOI/OAI and AO/OA,39
[stage by stage]
step / std cells / power (mW) / area, um^2 / hold slack (ps)
detailed placement: 336 / 1.07 / 2320 / 430
floorplan: 238 / 1.06 / 2130 / 414
finish: 344 / 1.79 / 2440 / 448
global route: 344 / 1.88 / 2440 / 460
global placement: 336 / 1.07 / 2320 / 420
CTS: 344 / 1.82 / 2440 / 451
Power is estimated from default activity; no workload was simulated.
